## ./design.v

```verilog
module CacheController (
  input clk,
  input rst,
  input wr_en,
  input rd_en,
  input[31:0] address,
  input[31:0] writeData,
  output[31:0] readData,
  output ready,
  inout[15:0] SRAM_DQ,
  output[17:0] SRAM_ADDR,
  output SRAM_UB_N,
  output SRAM_LB_N,
  output SRAM_WE_N,
  output SRAM_CE_N,
  output SRAM_OE_N
);
  wire [31:0] temp_adr;
  wire [31:0] dataOut,data1,data0;
  integer i; 
  wire hit, hit0, hit1, cmp1, cmp0;
  reg [0:63] LRU, v0, v1;
  reg [9:0] tag0 [0:63];
  reg [9:0] tag1 [0:63];
  reg [31:0] data0A [0:63];
  reg [31:0] data0B [0:63];
  reg [31:0] data1A [0:63];
  reg [31:0] data1B [0:63];
  wire sram_ready;
  wire [63:0] sram_read_data;
  assign temp_adr = address - 32'd1024;
  assign cmp0 = (tag0[temp_adr[8:3]] == temp_adr[18:9]);
  assign hit0 = cmp0 && v0[temp_adr[8:3]];
  assign cmp1 = (tag1[temp_adr[8:3]] == temp_adr[18:9]);
  assign hit1 = cmp1 && v1[temp_adr[8:3]];
  assign hit = hit0 | hit1;
  assign data0 = temp_adr[2] ? data0B[temp_adr[8:3]] : data0A[temp_adr[8:3]];
  assign data1 = temp_adr[2] ? data1B[temp_adr[8:3]] : data1A[temp_adr[8:3]];
  assign dataOut = hit0 ? data0 : data1;
  assign readData = hit ? dataOut : temp_adr[2] ? sram_read_data[63:32] : sram_read_data[31:0];
  assign ready = sram_ready | (hit & ~wr_en) | (wr_en == rd_en);
  SramController sram_controller (
    .clk(clk),
    .rst(rst),
    .wr_en(wr_en),
    .rd_en(rd_en & ~hit),
    .address(address),
    .write_data(writeData),
    .read_data(sram_read_data),
    .ready(sram_ready),
    .SRAM_DQ(SRAM_DQ),
    .SRAM_ADDR(SRAM_ADDR),
    .SRAM_UB_N(SRAM_UB_N),
    .SRAM_LB_N(SRAM_LB_N),
    .SRAM_WE_N(SRAM_WE_N),
    .SRAM_CE_N(SRAM_CE_N),
    .SRAM_OE_N(SRAM_OE_N)
  );
  always@(posedge clk, posedge rst)begin
    if(rst)begin
      for(i = 0; i < 64; i = i+1)begin
        v0[i]<= 0;
        v1[i]<= 0;
        tag0[i]<= 0;
        tag1[i]<= 0;
        LRU[i] <= 0;
        data0A[i] <= 32'b0;
        data1A[i] <= 32'b0;
        data0B[i] <= 32'b0;
        data1B[i] <= 32'b0;
      end
    end
    else if(wr_en & hit & sram_ready)
      if(hit0)
        v0[temp_adr[8:3]] <= 0;
      else
        v1[temp_adr[8:3]] <= 0;
    else if(~hit & rd_en & sram_ready)begin
      if(v0[temp_adr[8:3]]==1 && v1[temp_adr[8:3]]==1)begin
        if(LRU[temp_adr[8:3]])begin
          LRU[temp_adr[8:3]] <= 1'b0;
          data0A[temp_adr[8:3]] <= sram_read_data[31:0];
          data0B[temp_adr[8:3]] <= sram_read_data[63:32];
          tag0[temp_adr[8:3]] <= temp_adr[18:9];
        end
        else begin
          LRU[temp_adr[8:3]] <= 1'b1;
          data1A[temp_adr[8:3]] <= sram_read_data[31:0];
          data1B[temp_adr[8:3]] <= sram_read_data[63:32];
          tag1[temp_adr[8:3]] <= temp_adr[18:9];
        end
      end
      else if(v0[temp_adr[8:3]]==0 && v1[temp_adr[8:3]]==1)begin
        LRU[temp_adr[8:3]] <= 1'b0;
        data0A[temp_adr[8:3]] <= sram_read_data[31:0];
        data0B[temp_adr[8:3]] <= sram_read_data[63:32];
        tag0[temp_adr[8:3]] <= temp_adr[18:9];
        v0[temp_adr[8:3]]<=1'b1;
      end
      else if(v0[temp_adr[8:3]]==1 && v1[temp_adr[8:3]]==0)begin
        LRU[temp_adr[8:3]] <= 1'b1;
        data1A[temp_adr[8:3]] <= sram_read_data[31:0];
        data1B[temp_adr[8:3]] <= sram_read_data[63:32];
        tag1[temp_adr[8:3]] <= temp_adr[18:9];
        v1[temp_adr[8:3]]<=1'b1;
      end
      else begin
        LRU[temp_adr[8:3]] <= 1'b0;
        data0A[temp_adr[8:3]] <=  sram_read_data[31:0];
        data0B[temp_adr[8:3]] <= sram_read_data[63:32];
        tag0[temp_adr[8:3]] <= temp_adr[18:9];
        v0[temp_adr[8:3]]<= 1'b1;
      end
    end
    else if (hit & rd_en) begin
      LRU[temp_adr[8:3]] <= hit0 ? 1'b0 : 1'b1;
    end
  end
endmodule
module SramController (
  input clk,
  input rst,
  input wr_en,
  input rd_en,
  input[31:0] address,
  input[31:0] write_data,
  output[63:0] read_data,
  output ready,
  inout [15:0] SRAM_DQ,
  output [17:0] SRAM_ADDR,
  output SRAM_UB_N,
  output SRAM_LB_N,
  output SRAM_WE_N,
  output SRAM_CE_N,
  output SRAM_OE_N
);
  wire [15:0] Al_data, Ah_data, Bl_data, Bh_data;
  wire [31:0] temp_adr;
  reg data_sel; 
  reg [1:0] adr_bit;
  reg[3:0] pstate, nstate;
  reg ldAL, ldAH, ldBL ,ldBH;
  reg SRAM_WE;
  wire [15:0] data;
  assign temp_adr = address - 32'd1024;
  assign data = data_sel ? write_data[31:16] : write_data[15:0];
  Register16 regAL(
    .clk(clk),
    .rst(rst),
    .data_in(SRAM_DQ),
    .ld(ldAL),
    .data_out(Al_data)
  );
  Register16 regAH(
    .clk(clk),
    .rst(rst),
    .data_in(SRAM_DQ),
    .ld(ldAH),
    .data_out(Ah_data)
  );
  Register16 regBL(
    .clk(clk),
    .rst(rst),
    .data_in(SRAM_DQ),
    .ld(ldBL),
    .data_out(Bl_data)
  );
  Register16 regBH(
    .clk(clk),
    .rst(rst),
    .data_in(SRAM_DQ),
    .ld(ldBH),
    .data_out(Bh_data)
  );
  always@(posedge clk,posedge rst)begin
    if(rst)
      pstate <= 4'b0000;
    else
      pstate <= nstate;
  end
  always@(wr_en, rd_en, address, write_data, pstate) begin
    case(pstate)
      4'b0000:begin
        if(wr_en)begin
          nstate = 4'b0101;
          ldAL=1'b0; 
          adr_bit=2'b00;
          ldAH=1'b0;
          data_sel= 1'b0;
          SRAM_WE = 1'b1;
          ldBL = 1'b0;
          ldBH =1'b0;
        end
        else if(rd_en)begin
          nstate = 4'b0001;
          ldAL=1'b0;
          adr_bit=2'b00;
          ldAH=1'b0;
          data_sel= 1'b0;
          SRAM_WE = 1'b1;
          ldBL = 1'b0;
          ldBH =1'b0;
        end
        else begin
          nstate = 4'b0000;
          ldAL=1'b0; 
          adr_bit=2'b00;
          ldAH=1'b0;
          data_sel= 1'b0;
          SRAM_WE = 1'b1;
          ldBL = 1'b0;
          ldBH =1'b0;
        end
      end
      4'b0001:begin
        nstate = 4'b0010;
        adr_bit=2'b00;
        ldAL=1'b1; 
        ldAH=1'b0;
        data_sel= 1'b0;
        SRAM_WE = 1'b1;
        ldBL=1'b0; 
        ldBH=1'b0;
      end      
      4'b0010:begin
        nstate = 4'b0011;
        adr_bit=2'b01;
        ldAL=1'b0; 
        ldAH=1'b1;
        data_sel= 1'b0;
        SRAM_WE = 1'b1;
        ldBL=1'b0; 
        ldBH=1'b0;
      end
      4'b0011:begin
        nstate = 4'b0100;
        adr_bit=2'b10;
        ldAL=1'b0;
        ldAH=1'b0;
        ldBL=1'b1; 
        ldBH=1'b0;
        data_sel= 1'b0;
        SRAM_WE = 1'b1;
      end
      4'b0100:begin
        nstate = 4'b1001;
        adr_bit=2'b11;
        ldAL=1'b0; 
        ldAH=1'b0;
        ldBL=1'b0; 
        ldBH=1'b1;
        data_sel= 1'b0;
        SRAM_WE = 1'b1;
      end
      4'b0101:begin
        nstate = 4'b0110;
        data_sel= 1'b0;
        SRAM_WE = 1'b0;
        adr_bit=2'b00;
        ldAL=1'b0; 
        ldAH=1'b0;   
        ldBL=1'b0; 
        ldBH=1'b0;       
      end
      4'b0110:begin
        nstate = 4'b0111;
        data_sel = 1'b1; 
        SRAM_WE = 1'b0;
        adr_bit=2'b01;    
        ldAL=1'b0; 
        ldAH=1'b0;
        ldBL=1'b0; 
        ldBH=1'b0;
      end
      4'b0111:begin
        nstate = 4'b1000;
        ldAL=1'b0; 
        adr_bit=2'b00;
        ldAH=1'b0;
        data_sel= 1'b0;
        SRAM_WE = 1'b1; 
        ldBL=1'b0; 
        ldBH=1'b0;   
      end
      4'b1000:begin
        nstate = 4'b1001;
        ldAL=1'b0; 
        adr_bit=2'b00;
        ldAH=1'b0;
        data_sel= 1'b0;
        SRAM_WE = 1'b1; 
        ldBL=1'b0; 
        ldBH=1'b0;
      end
      4'b1001:begin
        nstate = 4'b0000;
        ldAL=1'b0; 
        adr_bit=2'b00;
        ldAH=1'b0;
        data_sel= 1'b0;
        SRAM_WE = 1'b1;  
        ldBL=1'b0; 
        ldBH=1'b0;             
      end 
      default: begin
        nstate = 4'b0000;
        ldAL=1'b0; 
        adr_bit=2'b00;
        ldAH=1'b0;
        data_sel= 1'b0;
        SRAM_WE = 1'b1;
        ldBL = 1'b0;
        ldBH =1'b0;
      end
  endcase
end
  assign read_data = {Bh_data,Bl_data,Ah_data,Al_data};
  assign ready = (pstate == 4'b1001);
  assign SRAM_DQ = rd_en ? 16'bz : data;
  assign SRAM_ADDR = rd_en ? {temp_adr[18:3],adr_bit} : {temp_adr[18:2],adr_bit[0]};
  assign SRAM_UB_N = 1'b0;
  assign SRAM_LB_N = 1'b0;
  assign SRAM_CE_N = 1'b0;
  assign SRAM_OE_N = 1'b0;
  assign SRAM_WE_N = SRAM_WE;
endmodule
module Register16(
  input clk,
  input rst,
  input [15:0] data_in,
  input ld,
  output reg [15:0] data_out
);
  always@(posedge clk,posedge rst) begin
    if (rst)
      data_out <= 16'd0;
    else if(ld)
      data_out <= data_in;
  end
  endmodule
```

## ./run.sh

```bash
#!/bin/bash
# OpenROAD 26Q1-2900-gdf79404cd8, Yosys 0.63+post, stock flow scripts
make -C /OpenROAD-flow-scripts/flow DESIGN_CONFIG=/design/flow/config.mk WORK_HOME=/design/flow/orfs finish
```

## ./config.mk

```make
export PLATFORM = sky130hd
export DESIGN_NAME = CacheController
export DESIGN_NICKNAME = CacheController
export VERILOG_FILES = /design/flow/design.v
export SDC_FILE = /design/flow/constraint.sdc
export NUM_CORES = 4
export LEC_CHECK = 1
export CORE_UTILIZATION = 30
```

## ./constraint.sdc

```tcl
current_design CacheController

set clk_period 32.1
set clk_io_pct 0.2

create_clock -name clk0 -period $clk_period [get_ports {clk}]

set non_clock_inputs [all_inputs -no_clocks]
set_input_delay [expr $clk_period * $clk_io_pct] -clock clk0 $non_clock_inputs
set_output_delay [expr $clk_period * $clk_io_pct] -clock clk0 [all_outputs]
```

==> out/summary.txt <==
status: finished with violations
failing checks: antenna violations, max-capacitance violations, max-slew violations
CTS HTree Levels: 7
clock buffer depth: 5
die extent in y: 1190 µm
Crit path top cell by count: buf_4
Cell Pwr Density: 52.4 nW/µm²
hold_ws: 388 ps
CTS sink cnt: 9,738
Leakage Power: 0.234 µW
Cell Area, Synth: 424,000 µm²
Max-area cell share: 57.5%
# hold bufs at CTS: 0
overall die width: 1190 µm
Critical Path Sink Type: primary output
share of layout cells above drive strength 1: 35.6%
fillcell total: 133k
DP Wirelength: 1,240,000 µm
routability cong.: 0.994
Peak VDD IR: 0.0604 mV
top cells by area: dfrtp_1 (58%), mux2_2 (20%), a22oi_1 (5.0%)
synth unique cells: 99
top cells by count: dfrtp_1 (9,737), mux2_2 (7,525), a22oi_1 (2,803), clkbuf_1 (1,885), mux2_1 (1,316)
most common cell in the synthesized netlist: dfrtp_1
WP data required: 25,680 ps
worst-path maximum fanout: 28
Avg WL per Cell: 40.7 µm
min cycle time layout: 22,460 ps
Clk Latency, worst-skew pair: 1300 ps
CTS root buf: clkbuf_16
final setup violation count: 0
Worst Path Arrival: 16,040 ps
first-pass GRT wire length: 2,780,000 µm
FP Core Util: 30.1%
post-CTS sizing: 0
Max Cap Viol: 2
Post-synth EDFFs: 0
Vias: 316k
DR vias/cell: 6.20
Residual DRC: 0
chip area: 1,420,000 µm²
Max Slew Vio Count: 4
GRT overflow: 0
worst-margin pin slew: 1520 ps
Post-synth regs: 9,738
Post-synth top flop: dfrtp_1
Slew headroom: -1.60%
min-delay worst type: reg2reg
yosys stat chip area: 424,000 µm²
tool warnings: 193
num ports: 140
Slowest cell on crit path: o21ai_0
cell count in the Yosys report: 31.4k
Critical Setup Path Class: in2out
router iterations before antenna repair: 8
ys async rst share: 100%
post-route ant nets: 1
Cell Chain, Critical Path: buf_2 > buf_4 > ha_4 > buf_4 > nand3b_1 > nor2_4 > buf_4 > a22oi_1 > nand4_1 > nor4_1 > xnor2_1 > nand3_1 > a2111oi_4 > and4_4 > buf_4 > buf_4 > a21oi_1 > o21ai_0 > clkdlybuf4s50_1
crit start category: input port
Worst path max stage delay: 1130 ps
initial antenna violation count: 217
fin crit share: 70.0%
TritonCTS Buffers: 1,040
drt total wl: 2,070,000 µm
Synth Area per Inst: 13.5 µm²
vias in the first global route: 314k
Core Footprint: 1,410,000 µm²
area leader, netlist: dfrtp_1
Syn Inst Count: 31.4k
Synth-to-Final Area Change: 13.9%
GR Util All Layers: 29.8%
synth warn: 10
clock skew: 101 ps
port bufs: 104
CTS tree: done
clock-pin slew of the registers on the worst-case setup and hold paths: 60 ps
Initial DRC Count: 31.9k
Fin Setup TNS: 0 ps
fmax: 44.5 MHz
Fin. Hold Viols: 0
Seq share, synth: 57.5%
pin count of the biggest net entering global routing: 147
Rows: 436
Setup Buffers After CTS: 0
RSZ-0062 raised after global routing: false
## path summary, 6_finish.rpt
path	startpoint	slack, ps	end	cells after the start
min in group asynchronous	rst	5770	data0A[15][8]$_DFFE_PP0P_	2
max in group asynchronous	rst	19130	tag1[2][2]$_DFFE_PP0P_	11
worst max register to register	tag1[59][8]$_DFFE_PP0P_	22010	data0A[12][28]$_DFFE_PP0P_	16
worst max-delay path	address[4]	9640	readData[28]	19
worst min register to register	sram_controller.pstate[9]$_DFF_PP0_	390	sram_controller.pstate[1]$_DFF_PP0_	0
worst min-delay path	sram_controller.pstate[9]$_DFF_PP0_	390	sram_controller.pstate[1]$_DFF_PP0_	0
## layout make-up
class	instances	area [µm²]	area share (%)
flip-flops and latches	9738	244000	50.6
multi-input cells	18225	164000	34.0
clock buffers	1543	30500	6.33
well taps	18834	23600	4.88
repair buffers	1892	15300	3.18
clock inverters	289	3820	0.792
diodes	356	891	0.185
inverters	38	146	0.0303
## flip-flops by register name, indices dropped and copies added, names as in the netlist, named ones only
| name | count |
|---|---|
| tag1 | 640 |
| sram_controller.regAH.data_out | 16 |
| data0A | 2048 |
| data0B | 2048 |
| sram_controller.regBH.data_out | 16 |
| tag0 | 640 |
| sram_controller.pstate | 10 |
| sram_controller.regAL.data_out | 16 |
| sram_controller.regBL.data_out | 16 |
| data1A | 2048 |
| data1B | 2048 |
## stage by stage
step | total power, µW | cells | utilization (%) | area [µm²] | worst slack [ps]
floorplan | 13100 | 31428 | - | 424000 | -110330
global placement | 13200 | 48726 | 31.7 | 447000 | 10380
detailed placement | 13200 | 48726 | 31.7 | 447000 | 10390
CTS | 25300 | 50558 | 34.2 | 481000 | 10350
global route | 25800 | 50643 | 34.2 | 482000 | 9980
finish | 25300 | 50915 | 34.2 | 482000 | 9640
## critical path, delay by kind of cell
family | cells | cell delay (ps)
buffers and inverters | 7 | 3590
and+or+nand+nor | 6 | 2470
AOI/OAI and AO/OA | 4 | 2180
xor gates and xnor gates | 1 | 650
adders and majority gates | 1 | 500
## layout by cell type (no fill, tap or decap), drive strengths merged, types with 42 or more instances in the layout
master,netlist,routed
nand2,685,685
dfrtp,9737,9737
nor2,339,339
clkinv,3,178
bufinv,0,48
o22ai,44,44
or4,53,53
a22oi,2803,2803
nand4,695,695
nor4,209,209
or2,42,42
o21ai,1118,1118
nor3,88,88
and3,159,159
clkdlybuf4s50,0,94
diode,0,356
nand3,630,630
inv,35,78
mux2i,126,126
a21oi,484,484
a222oi,173,173
mux2,8847,8847
a2111oi,46,46
a21boi,64,64
a22o,638,638
mux4,62,62
buf,1540,1798
a221oi,671,671
clkbuf,1887,1543
## cell families (layout without fill, tap and decap cells)
| logic type | after synthesis | in the layout | synth area share, % |
|---|---|---|---|
| buffers and inverters | 3465 | 3762 | 4.05 |
| AND-OR/OR-AND | 6120 | 6120 | 10.4 |
| XOR/XNOR | 30 | 30 | 0.0620 |
| flip-flops | 9738 | 9738 | 57.5 |
| multiplexers | 9035 | 9035 | 24.2 |
| adder cells (fa/ha/maj) | 6 | 6 | 0.0177 |
| other | 1 | 360 | 0.000885 |
| AND/OR/NAND/NOR | 3030 | 3030 | 3.76 |
## metal layers
layer,share of wire (%),global-route usage (%)
met4,8.5,20.7
met3,18,23.1
met5,0.31,4.33
met2,40,38.3
met1,33,33.0
## power breakdown
group | switching [µW] | internal, µW | leakage [µW]
logic | 619 | 84.8 | 0.0810
clock network | 5290 | 7010 | 0.0168
registers | 0.0127 | 12300 | 0.136
Power and IR drop assume default switching activity.
