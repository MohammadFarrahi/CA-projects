==> /design/flow/design.v <==
module RegFile #(parameter AddrL = 5, WL = 32) (clk, rst, regwrite, ReadReg1, ReadReg2, WriteReg, WriteData, ReadData1, ReadData2);
    input clk, rst, regwrite;
    input [AddrL - 1:0] ReadReg1, ReadReg2, WriteReg;
    input [WL-1:0] WriteData;
    output [WL-1:0] ReadData1, ReadData2;
    reg [WL-1:0] RF [1:(2**AddrL)-1];
    assign ReadData1 = (ReadReg1 ==  AddrL'('d0) | rst) ? WL'('d0) : RF[ReadReg1];
    assign ReadData2 = (ReadReg2 == AddrL'('d0) | rst) ? WL'('d0) : RF[ReadReg2];
    always @(posedge clk) begin
        if(regwrite & ~rst) RF[WriteReg] <= WriteData;
    end
endmodule
==> /design/flow/run.sh <==
#!/bin/bash
# OpenROAD 26Q1-2900-gdf79404cd8, Yosys 0.63+post, stock flow scripts
make -C /OpenROAD-flow-scripts/flow DESIGN_CONFIG=/design/flow/config.mk WORK_HOME=/design/flow/orfs finish
==> /design/flow/config.mk <==
export PLATFORM = sky130hd
export DESIGN_NAME = RegFile
export DESIGN_NICKNAME = RegFile
export VERILOG_FILES = /design/flow/design.v
export SDC_FILE = /design/flow/constraint.sdc
export NUM_CORES = 4
export LEC_CHECK = 1
export CORE_UTILIZATION = 30
==> /design/flow/constraint.sdc <==
current_design RegFile

set clk_period 5.5
set clk_io_pct 0.2

create_clock -name clk0 -period $clk_period [get_ports {clk}]

set non_clock_inputs [all_inputs -no_clocks]
set_input_delay [expr $clk_period * $clk_io_pct] -clock clk0 $non_clock_inputs
set_output_delay [expr $clk_period * $clk_io_pct] -clock clk0 [all_outputs]
==> ci_impl_report.md <==
## Implementation flow summary

| Metric | Value |
|---|---|
| FP Rows | roughly 140 |
| Hold Crit Class | in2reg |
| Pin count of the biggest net entering global routing | between 80 and 90 |
| # DRC | 0 |
| Antenna viol nets, final | 0 |
| Top Ports | around 110 |
| Cell taking the most area after synthesis | edfxtp_1 |
| Hold Slack | ~1.2 ns |
| Setup CP Type | in2out |
| Post-synthesis cell area | between 40000 and 50000 µm² |
| Worst setup EP type | output pin |
| Die width | 398 µm |
| Input/output buffers | 113 |
| Pre-CTS setup slack | 0.424 ns |
| Clock-pin slew on the worst setup and hold paths | around 0.06 ns |
| Most flop-heavy register | RF |
| Post_cts resized | 0 |
| Initial antenna violation count | 6 |
| Top cells by area | edfxtp_1, mux2i_1, mux4_2 |
| Global-route wire length before repair | approximately 230000 µm |
| Grt total ovfl | 0 |
| Required @ worst endpoint | roughly 4.4 ns |
| Filler Cell Count | 14300 |
| CP Max Fanout | 13 |
| Total Routing Usage GR | between 20 and 25% |
| Clock sink total | 992 |
| YS warnings | 1 |
| Largest register FFs | roughly 990 |
| TritonCTS clock tree | built |
| Seq/Total Area, Yosys | about 63% |
| Yosys stat area | roughly 47000 µm² |
| Max-slew violation count | 0 |
| Rel. slew slack | between 40% and 50% |
| Top cell type by instance count after synthesis | edfxtp_1 |
| Initial DRC count | 1931 |
| Num CTS Buffers | ~97 |
| Post-Route WL | between 150000 and 200000 µm |
| PnR worst setup slack | around 0.36 ns |
| Unique cell types | ~42 |
| TritonRoute pass-1 iters | 5 |
| Die height | about 400 µm |
| Largest regs | RF (992) |
| Hold buffers post-CTS | 0 |
| Top cells by count | edfxtp_1, mux2i_1, a22oi_1 |
| Max Clk Rate | around 0.19 GHz |
| CTS max path bufs | 3 |
| RSZ-0062 raised after global routing | false |
| Core Area | roughly 150000 µm² |
| Hpwl dp | ~100000 µm |
| Tool warnings | 25 |
| Crit path DAT | a little over 4 ns |
| Routability congestion estimate | around 0.91 |
| Chip Area | 158000 µm² |
| Setup TNS | 0 ns |
| FP Core Util | 30.3% |
| Flops after synth | 992 |
| Layout cells sized above 1 | 16.4% |
| Final setup fails | 0 |
| Max-area cell share | 63.5% |
| Post-layout min period | between 5 and 6 ns |
| Power Density | just over 300 nW/µm² |
| Peak supply drop | 0.234 mV |
| Yosys cell count | 3072 |
| Syn Inst Count | 3072 |
| Post CTS Setup Buffer Count | 0 |
| Ys async rst share | 0% |
| Leak | ~0.019 µW |
| DR vias/cell | around 5.6 |
| H-tree Lvls | 3 |
| Setup crit start kind | input port |
| Routed length per instance | 30.1 µm |
| Area growth, synth to finish | 17.0% |
| Max_cap viols | 0 |
| Status | complete, no violations |
| Clock root cell | clkbuf_16 |
| Mean Syn Cell Area | about 15 µm² |
| Ys flop type | edfxtp_1 |
| Via count | about 30000 |
| Tcrit/Tclk final | 93.4% |
| Slew of the pin with the lowest slew margin | roughly 0.85 ns |
| Final tally of hold violations | 0 |
| Post-synth EDFFs | about 1000 |
| Vias in the first global route | 31700 |
report_power, final:
group / switching [µW] / total [µW] / internal [µW]
sequential: 21.4 / 8390 / 8370
combinational: 940 / 1510 / 565
clock: 2890 / 6820 / 3930
total: 3850 / 16700 / 12900
routing by layer:
metal / vias up / global-route usage (%) / part of all wire [%]
met5: - / 0.726 / 0.14
li1: 12800 / - / -
met2: 2151 / 30.0 / 43
met3: 359 / 19.8 / 20
met4: 18 / 6.74 / 3.9
met1: 14700 / 23.6 / 33
placed cells by master, fill, tap and decap left out, types with 4 or more instances in the layout:
master and instances:
o22ai_1 12, o21ai_1 32, a21oi_1 117, clkbuf_1 15
nor2b_4 8, a2111oi_1 13, nand3_1 128, a211oi_1 32
o21ai_0 10, clkinv_1 24, or3b_2 4, a22oi_1 224
nand4_1 87, nand3b_1 5, nor2_1 58, clkbuf_16 102
o2bb2ai_1 10, a2111oi_2 7, nand2_1 144, buf_12 49
clkinv_2 25, o22ai_2 30, mux2i_1 748, bufinv_16 12
mux4_2 106, nor2_4 36, clkdlybuf4s50_1 107, edfxtp_1 992
buf_4 143
cell families after synthesis:
family / count (synthesis) / share of synthesized area, %
DFF: 992 / 63.5
AOI/OAI and AO/OA: 491 / 7.50
buffers and inverters: 243 / 2.95
muxes: 854 / 21.0
and+or+nand+nor: 492 / 5.06
worst max-delay path: stages:
cell	delay (ns)
clkdlybuf4s50_1	0.48
or3_2	0.81
buf_4	0.32
a2111oi_1	0.36
a21oi_1	0.07
nand4_1	0.29
clkdlybuf4s50_1	0.56
area by class of cell:
cell class	count	area [µm²]	area share, %
diodes	1	2.50	0.00456
clock buffers	117	2610	4.75
clock inverters	64	607	1.10
inverters	2	7.51	0.0137
flip-flops and latches	992	29800	54.2
multi-input cells	1837	16200	29.4
well taps	2044	2560	4.66
repair buffers	303	3180	5.80
per-stage QoR:
| stage | utilization, % | instances | power (µW) | cell area, µm² |
|---|---|---|---|---|
| 2_1_floorplan | - | 3072 | 9300 | 46900 |
| 3_3_place_gp | 33.4 | 5178 | 10000 | 51700 |
| 3_5_place_dp | 33.4 | 5178 | 10000 | 51700 |
| 4_1_cts | 35.5 | 5359 | 16800 | 54900 |
| 5_1_grt | 35.5 | 5359 | 17200 | 54900 |
| 6_report | 35.5 | 5360 | 16700 | 54900 |
worst paths after layout:
path / from / endpoint / slack [ns] / depth (start not counted)
setup / recovery: ReadReg2[3] / ReadData2[14] / 0.36 / 7
hold / removal: WriteData[5] / RF[23][5] / 1.22 / 2
Power is estimated from default activity; no workload was simulated.
