[./design.v]
module MEM_WB(input clk, 
             input rst, 
             input [31:0] alu_result_pl,
             input [31:0] data_from_mem_pl,
             input [31:0] pc_after_add_pl,
             input [4:0] write_address_pl,
             input [2:0]we_pl,
             output  [31:0] alu_result_out,
             output  [31:0] data_from_mem_out,
             output  [31:0] pc_after_add_out,
             output  [4:0] write_address_out,
             output  [2:0]we_out);
    Register #(32) alu_result (.clk(clk), .rst(rst), .ld_en(1'b1), .flush(1'b0), .PL(alu_result_pl), .Q(alu_result_out));
    Register #(32) read_data_from_mem (.clk(clk), .rst(rst), .ld_en(1'b1), .flush(1'b0), .PL(data_from_mem_pl), .Q(data_from_mem_out));
    Register #(32) pc_after_addition (.clk(clk), .rst(rst), .ld_en(1'b1), .flush(1'b0), .PL(pc_after_add_pl), .Q(pc_after_add_out)); 
    Register #(5) write_address (.clk(clk), .rst(rst), .ld_en(1'b1), .flush(1'b0), .PL(write_address_pl), .Q(write_address_out));
    Register #(3) WE (.clk(clk), .rst(rst), .ld_en(1'b1), .flush(1'b0), .PL(we_pl), .Q(we_out)); 
endmodule
module Register #(parameter N = 32) (clk, rst, ld_en, flush, PL, Q);
    input clk, rst, ld_en, flush;
    input [N-1:0] PL;
    output reg [N-1:0] Q;
    always @(posedge clk, posedge rst) begin
        if(rst) Q <= N'('d0);
        else if(ld_en) begin
            if(flush)  Q <= N'('d0);
            else Q <= PL;
        end
    end
endmodule
[./run.sh]
#!/bin/bash
# OpenROAD 26Q1-2900-gdf79404cd8, Yosys 0.63+post, stock flow scripts
make -C /OpenROAD-flow-scripts/flow DESIGN_CONFIG=/design/flow/config.mk WORK_HOME=/design/flow/orfs finish
[./config.mk]
export PLATFORM = sky130hd
export DESIGN_NAME = MEM_WB
export DESIGN_NICKNAME = MEM_WB
export VERILOG_FILES = /design/flow/design.v
export SDC_FILE = /design/flow/constraint.sdc
export NUM_CORES = 4
export LEC_CHECK = 1
export CORE_UTILIZATION = 30
[./constraint.sdc]
current_design MEM_WB

set clk_period 1.0
set clk_io_pct 0.2

create_clock -name clk0 -period $clk_period [get_ports {clk}]

set non_clock_inputs [all_inputs -no_clocks]
set_input_delay [expr $clk_period * $clk_io_pct] -clock clk0 $non_clock_inputs
set_output_delay [expr $clk_period * $clk_io_pct] -clock clk0 [all_outputs]
==> results.txt <==
The layout was made with Yosys and OpenROAD.

The routed design has 6640 um of wire. The filler cells instantiated in the layout total 721. The report lists the cells along the critical path as buf_2.

The number of different library cells used by synthesis comes to 2. Per the TritonCTS log, the buffer count is 9. The leading cell type in the layout, fill and taps excluded is clkdlybuf4s50_1. The number of antenna violations at the first check in global routing is 0. The endpoint required time on the critical path is 0.80 ns.

The vertical die dimension is 95.2 um. The floorplan has 33 rows. In this run the worst hold path is classified as primary input to flop. The overall via count from detail_route is 1680. The half-perimeter wire length after detailed placement is 5100 um.

The horizontal extent of the die is 95.2 um. Internal power comes to 6.33 mW. Ranking logic cells in the layout by count gives the top entries clkdlybuf4s50_1, dfrtp_1, buf_2. The post-cts hold-fix buffer tally is 0. The remaining number of nets flagged by the antenna check after routing is 0. The clock transition time at the flip-flop clock pins of the worst setup and hold paths is 0.10 ns.

Leaving out buffers and inverters, the combinational logic in the layout accounts for 0 um2. Net switching is 20.1% of the power. The chip footprint is 9060 um2. The report shows a maximum critical-path fanout of 1.

The type of destination of the critical path is a primary output. The power report puts the leakage power at 2.17 nW. The final tally of max-slew violations is 0. The largest net degree at the start of global routing is 45.

The number of iterations in the first detailed-routing pass is 4. In the routed design, unresolved DRC markers number 0. The first global-routing pass estimated 9470 um of wire.

For this design the top-level I/O count stands at 210. The number of placed instances, taps included is 422. The clock network accounts for 35.3% of the total power. Once layout is complete, the cells apart from fillers number 438. The number of levels in the clock H-tree is 3. The slowest stage cell on the critical path is dfrtp_1.

The largest delay contributor family on the critical path is flip-flops. The synthesized chip area reported by yosys is 2610 um2. The final reports fail on negative setup slack.

Setup repair after global routing could not meet its margin everywhere. STA classifies the critical path startpoint as a flop. TritonCTS built the clock tree. The global-route usage over all layers is 15.1%.

The flow reported a cell area power density of 1730 nW/um2. The antenna diode count is 0. The largest stage delay on the critical path is 0.38 ns. The area taken by flip-flops and latches is 2600 um2. Once placement finished, the instance area stood at 4880 um2. The average via count per standard cell is 3.84. At the floorplan stage, the core utilization is reported as 31.4%. The pin slew with the least headroom to its limit is 0.233 ns. The weighted congestion at the end of routability-driven global placement is 0.781. Registers are responsible for 56.2% of the overall power.

The initial DRC count is 41. The layout overhead on the synthesized area is 75.7%. The final design was reported to hold multi-input combinational gates totalling 0.

The total global routing overflow is 0. The final-layout setup total negative slack is -3.09 ns. The cell count after synthesis is 105. The final report lists the setup-violating endpoint count as 104. After detailed routing, the average wire length per cell comes to 15.2 um.

The number of cells reported by Yosys stat comes to 105. The buffer type at the clock tree root is clkbuf_8. The critical path start-end classification is flop to primary output. The arrival time reported for the critical path endpoint is 0.85 ns. In this run the cell area of the synthesized design comes to 2610 um2. Per the CTS log, the buffer count on the longest clock path is 2. The via count of the first global-routing pass came to 1665. Per the run summary, max-cap violations total 0. The number of buffers inserted by post-CTS setup repair is 0. In this run the tightest slew margin relative to its limit is 84.4%. The worst VDD IR drop from the latest analysis is 0.000939 V. The combinational group share of total power is 8.6%. The power report puts the net switching power at 1.60 mW. As logged by OpenROAD, the buffers inserted on ports number 209. The ratio of cells with drive above 1 in the final layout is 37.2%. The flow ran to the end, but the final reports show violations.

The number of buffers and inverters on the critical path is 1. The stage logs contain a warning count of 28. Of the synthesized area, sequential elements account for 99.9%. The total of flip-flops plus latches after synthesis is 104.

The average instance in the mapped netlist occupies 24.8 um2. The worst setup timing slack at the placement stage is -0.0372 ns. The clock sink total is 104. The yosys warning tally is 3.

Endpoints failing hold in the final report were tallied at 0. The placeable core region is 8300 um2. The worst setup slack after layout is -0.0533 ns. The worst path in the final design needs a cycle of 1.05 ns, including I/O delays and setup.

The area of all placed cells without fillers is 4580 um2. The share of the clock period used by the worst path is 105%. The maximum frequency from static timing analysis is 949 MHz.
## repair_timing
item / 4_1_cts / 5_1_grt
hold endpoints to repair: 0 / 0
endpoints found under the setup margin: 104 / 104
resized: 321 / 0
## stage by stage
stage	util (%)	total power, mW	hold slack, ns
global route	55.2	8.31	0.237
detailed placement	58.8	5.45	0.648
finish	55.2	7.93	0.263
floorplan	-	4.56	0.231
global placement	58.8	5.44	0.644
CTS	55.2	8.05	0.251
## cells by family (layout without fill, tap and decap cells)
| kind of cell | count (synthesis) | in the layout | synth area share (%) |
|---|---|---|---|
| DFF | 104 | 104 | 99.9 |
| buffers and inverters | 1 | 229 | 0.144 |
## area by class of cell
cell class / count / share of cell area, %
clock inverters: 7 / 2.08
flip-flops and latches: 104 / 56.8
clock buffers: 9 / 2.70
repair buffers: 212 / 35.4
inverters: 1 / 0.164
well taps: 105 / 2.87
## Yosys cell counts, drive strengths merged
| master | instances | area (um2) |
|---|---|---|
| inv | 1 | 3.75 |
| dfrtp | 104 | 2600 |
## power groups by stage
stage | clock [mW] | combinational [mW] | sequential, mW
after CTS | 2.90 | 0.701 | 4.45
after global routing | 3.08 | 0.754 | 4.48
final | 2.80 | 0.679 | 4.45
## registers in the layout, summed over array words and instances, names as in the netlist
name and cells:
WE.Q 3, alu_result.Q 32, pc_after_addition.Q 32, read_data_from_mem.Q 32, write_address.Q 5
## routing by layer
metal,routed length [um],share of wire (%),up-vias,track usage [%]
met4,153,2.3,0,3.03
met3,1050,16,12,7.38
li1,-,-,767,-
met2,3170,48,114,22.4
met1,2280,34,787,21.0
met5,0,0,-,0
## path summary, 6_finish.rpt
path                                     startpoint                     to  slack (ns)  cells after the start
worst max-delay path       read_data_from_mem.Q[29]  data_from_mem_out[29]       -0.05                      1
worst min-delay path               alu_result_pl[8]        alu_result.Q[8]        0.26                      1
max in group asynchronous                       rst        alu_result.Q[1]        0.50                      3
min in group asynchronous                       rst     write_address.Q[1]        0.29                      3
Power figures rest on the tool's default switching activity, not on a simulated workload.
